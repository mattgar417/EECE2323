## /design/flow/run.sh

```bash
#!/bin/bash
# OpenROAD 26Q1-2900-gdf79404cd8, Yosys 0.63+post, stock flow scripts
make -C /OpenROAD-flow-scripts/flow DESIGN_CONFIG=/design/flow/config.mk WORK_HOME=/design/flow/orfs finish
```

## /design/flow/config.mk

```make
export PLATFORM = sky130hd
export DESIGN_NAME = alu
export DESIGN_NICKNAME = alu
export VERILOG_FILES = /design/flow/design.v
export SDC_FILE = /design/flow/constraint.sdc
export NUM_CORES = 4
export LEC_CHECK = 1
export CORE_UTILIZATION = 40
```

## /design/flow/constraint.sdc

```tcl
current_design alu

set clk_period 9.1
set clk_io_pct 0.2

create_clock -name clk0 -period $clk_period

set non_clock_inputs [all_inputs -no_clocks]
set_input_delay [expr $clk_period * $clk_io_pct] -clock clk0 $non_clock_inputs
set_output_delay [expr $clk_period * $clk_io_pct] -clock clk0 [all_outputs]
```

## /design/flow/design.v

```verilog
module alu(a, b, s, f, ovf, take_branch);
  input logic [15:0] a, b;
  input logic [3:0] s;
  output logic [15:0] f;
  output logic ovf;
  output logic take_branch;
  always_comb begin
    case (s)
      4'b0000: begin
        f = a+b; ovf = (a[15] & b[15] & ~f[15]) | (~a[15] & ~b[15] & f[15]); take_branch =0 ;
      end
      4'b0001: begin
      	f = ~b; ovf =0 ; take_branch =0 ;
      end
      4'b0010: begin
      	f = a&b; ovf =0 ; take_branch =0 ;
      end
      4'b0011: begin
      	f = a|b; ovf =0 ; take_branch =0 ;
      end
      4'b0100: begin
      	f = a>>>b; ovf =0 ; take_branch =0 ;
      end
      4'b0101: begin
      	f = a<<b; ovf =0 ; take_branch =0 ;
      end
      4'b0110: begin
      	f = 0; ovf =0 ; take_branch = a==0?1:0;
      end
      4'b0111: begin
      	f = 0; ovf =0 ; take_branch = a==0?0:1;
      end
      4'b1000: begin
      	f = a^b; ovf =0 ; take_branch = 0;
      end
      default: begin
      	f = 0; ovf = 0; take_branch = 0;
      end
    endcase
  end
endmodule
```

==> flow_metrics.env <==
# flow metrics
export IMPL_status="finished clean"
export IMPL_yosys_warnings=1
export IMPL_worst_slack_ps=1740
export IMPL_max_freq_mhz=136
export IMPL_post_route_period_util_pct=80.9
export IMPL_drtIter0Drc=356
export IMPL_cp_arrival_ps=5540
export IMPL_hpwl_um=10100
export IMPL_chipArea_um2=8980
export IMPL_drv_cap=0
export IMPL_logic_family="AND-OR/OR-AND gates"
export IMPL_setup_tns_ps=0
export IMPL_synthTopCellsByCount="nor2_1 (48), inv_1 (41), nand2_1 (36), o21ai_0 (36), ha_1 (32)"
export IMPL_top_area_cell="mux4_2"
export IMPL_fa_ha_area_share_pct=12.2
export IMPL_p_total_mw=0.197
export IMPL_ys_sh_simple_pct=24.8
export IMPL_hold_viol_final=0
export IMPL_vias_per_cell=6.40
export IMPL_ys_seq_share_pct=0
export IMPL_drc=0
export IMPL_drtAntennaViolNets=0
export IMPL_hold_class="in2out"
export IMPL_io_pin_count=54
export IMPL_cp_max_fo=43
export IMPL_ys_sh_aoi_pct=27.2
export IMPL_design_seq_count=0
export IMPL_cts_resized=0
export IMPL_maxSlewViolCount=0
export IMPL_n_fill_cell=846
export IMPL_avgSynthCellArea_um2=7.08
export IMPL_place_ws_ps=1760
export IMPL_logic_area_um2=3090
export IMPL_ys_cells=486
export IMPL_synth_cells=486
export IMPL_maxSlewHeadroom_pct=54.4
export IMPL_synth_chip_area_um2=3440
export IMPL_initCoreUtil_pct=41.7
export IMPL_grt_pass1_wl_um=20100
export IMPL_core_area_um2=8260
export IMPL_post_cts_buffers=0
export IMPL_top_usage_layer="met2"
export IMPL_use_met1_pct=46.6
export IMPL_met2_usage_pct=46.6
export IMPL_num_vias=3929
export IMPL_holdPathEnd="f[2]"
export IMPL_top_cell="nor2_1"
export IMPL_fp_dieH_um=94.7
export IMPL_syn_area_um2=3440
export IMPL_grt_max_degree=44
export IMPL_cellLeakagePower_nw=1.58
export IMPL_overflow=0
export IMPL_start_kind="input port"
export IMPL_cellPowerDensity_nw_per_um2=49.6
export IMPL_rows=33
export IMPL_yosysTopAreaCellShare_pct=13.1
export IMPL_wl_per_cell_um=21.2
export IMPL_rsz0062_at_grt="no"
export IMPL_end_kind="primary output"
export IMPL_grtUsageMet3_pct=4.17
export IMPL_grtUsageTotal_pct=30.4
export IMPL_antenna_found_initial=0
export IMPL_whs_path_depth=3
export IMPL_die_w_um=94.7
export IMPL_peakVddDrop_mv=0.0279
export IMPL_warnings=48
export IMPL_grt_pass1_vias=3489
export IMPL_setup_viol=0
export IMPL_top_cells_by_area="mux4_2 (13%), ha_1 (12%), mux2i_1 (9.0%)"
export IMPL_hold_start="b[4]"
export IMPL_tightest_slew_ps=679
export IMPL_place_port_buffers=54
export IMPL_synth_distinct_cells=67
export IMPL_ys_sh_xor_pct=1.78
export IMPL_routed_wl_um=13000
export IMPL_gp_congestion=0.967
export IMPL_drive_above_1_share_pct=9.43
export IMPL_area_delta_synth_final_pct=15.5
export IMPL_flop_area_um2=0
export IMPL_path_class="in2out"
export IMPL_first_pass_iters=5
export IMPL_mux_share_pct=23.7
export IMPL_diodes=0
export IMPL_nClkBuffers=0
export IMPL_fin_crit_ps=7360
export IMPL_critPathRequiredTime_ps=7280
export IMPL_ctsHoldBuffers=0
-- power breakdown --
group | internal (mW) | leakage, nW | switching [mW]
combinational | 0.0877 | 1.58 | 0.109
sequential | 0 | 0 | 0
clock | 0 | 0 | 0
total | 0.0877 | 1.58 | 0.109
-- worst max-delay path by stage --
stage | start | endpoint | slack, ps
finish | b[2] | f[12] | 1740
global route | b[2] | f[12] | 1550
CTS | b[2] | f[12] | 1760
-- cell usage in the layout (no fill, tap or decap), types with 7 or more instances in the layout --
cell	instances
clkdlybuf4s50_1	52
nor2_1	48
inv_1	41
o21ai_0	36
nand2_1	36
ha_1	32
mux2i_1	31
nor3_1	23
a21oi_1	23
mux4_2	20
o211ai_1	15
buf_4	9
nand3_1	8
or3_1	7
o22ai_1	7
nor4_1	7
-- stage by stage --
step,cell area (um^2),util (%),cells,hold slack (ps)
after floorplan,3440,-,486,3670
after global placement,3980,48.1,614,4820
after detailed placement,3980,48.1,614,4800
after CTS,3980,48.1,614,4800
after global routing,3980,48.1,614,4850
final,3980,48.1,614,4790
-- final cells by class --
| cell class | count | share of cell area, % |
|---|---|---|
| Inverter | 42 | 3.97 |
| Multi-Input combinational cell | 404 | 77.7 |
| Tap cell | 105 | 3.31 |
| Timing Repair Buffer | 63 | 15.0 |
-- critical path: stages --
cell and delay [ps]:
clkdlybuf4s50_1 450, buf_4 380, inv_1 390, ha_1 450
and2b_1 190, o2111ai_1 210, a21boi_0 230, a21oi_1 300
mux2_2 370, or3_1 320, clkdlybuf4s50_1 410
-- cells by family (layout without fill, tap and decap cells) --
| group | after synthesis | in the layout |
|---|---|---|
| adders and majority gates | 33 | 33 |
| buffers and inverters | 82 | 105 |
| and+or+nand+nor | 168 | 168 |
| xor gates and xnor gates | 7 | 7 |
| AOI/OAI and AO/OA | 140 | 140 |
| muxes | 56 | 56 |
-- per-layer routing --
layer | wire (um) | share of wire, %
met1 | 5990 | 46
met2 | 5710 | 44
met4 | 261 | 2.0
met5 | 0 | 0
met3 | 1070 | 8.2
No activity file was given, so power comes from the tool's default toggle rates.
