$ cat flow/config.mk
export PLATFORM = sky130hd
export DESIGN_NAME = regfile
export DESIGN_NICKNAME = regfile
export VERILOG_FILES = /design/flow/design.v
export SDC_FILE = /design/flow/constraint.sdc
export NUM_CORES = 4
export LEC_CHECK = 1
export CORE_UTILIZATION = 50
$ cat flow/constraint.sdc
current_design regfile

set clk_period 3.4
set clk_io_pct 0.2

create_clock -name clk0 -period $clk_period [get_ports {clk}]

set non_clock_inputs [all_inputs -no_clocks]
set_input_delay [expr $clk_period * $clk_io_pct] -clock clk0 $non_clock_inputs
set_output_delay [expr $clk_period * $clk_io_pct] -clock clk0 [all_outputs]
$ cat flow/design.v
module regfile(rst, clk, wr_en, rd0_addr, rd1_addr, wr_addr,wr_data,rd0_data, rd1_data);
  input logic rst, clk, wr_en;
  input logic [2:0] rd0_addr, rd1_addr, wr_addr;
  input logic [15:0] wr_data;
  output logic [15:0] rd0_data, rd1_data;
  logic [15:0] REG [0:7];
  assign rd0_data = REG[rd0_addr];
  assign rd1_data = REG[rd1_addr];
  always_ff @(posedge clk, negedge rst) begin
    if( rst == 1'b0 ) begin
      REG[0] = 0;
      REG[1] = 0;
      REG[2] = 0;
      REG[3] = 0;
      REG[4] = 0;
      REG[5] = 0;
      REG[6] = 0;
      REG[7] = 0;
    end
    else if ( wr_en == 1'b1 ) begin
      REG[wr_addr] = wr_data;
    end
  end
endmodule
$ cat flow/run.sh
#!/bin/bash
# OpenROAD 26Q1-2900-gdf79404cd8, Yosys 0.63+post, stock flow scripts
make -C /OpenROAD-flow-scripts/flow DESIGN_CONFIG=/design/flow/config.mk WORK_HOME=/design/flow/orfs finish
==> impl_metrics.json <==
{
  "status": "completed",
  "ys.flops": 128,
  "grt_max_degree": 69,
  "path_clk_slew_ns": 0.06,
  "comb_power_share_pct": 21.2,
  "gp_congestion": 0.868,
  "cts_tree": "built",
  "antenna_found_initial": 0,
  "crit_path_start": "rd0_addr[0]",
  "finalCriticalPeriod_ns": 3.27,
  "fin_crit_sh_pct": 96.1,
  "postSynthSeqShare_pct": 45.5,
  "top_level_ports": 60,
  "finalSetupTns_ns": 0,
  "ys.warnings.count": 2,
  "grt_pass1_wl_um": 30100,
  "p_per_area_mw_per_mm2": 602,
  "startpoint_type": "input port",
  "hold_viol_final": 0,
  "worstSkewPairLatency_ns": 0.41,
  "grt_pass1_vias": 5242,
  "synthArstFlopShare_pct": 100,
  "syn_area_mm2": 0.00704,
  "drtIter0Drc": 298,
  "netlist_instances": 570,
  "num_rows": 42,
  "overflow": 0,
  "dp_hpwl_um": 11900,
  "setup_viol": 0,
  "layout_setup_ws_ns": 0.131,
  "vdd_drop_max_uv": 420,
  "final_antenna_net_count": 0,
  "synthToLayoutAreaGrowth_pct": 22.8,
  "core_area_mm2": 0.0135,
  "drive_gt1_share_pct": 35.4,
  "preCtsSetupSlack_ns": 0.0915,
  "ys_types": 47,
  "min_path_type": "input port to asynchronous set/reset pin",
  "clockPowerShare_pct": 38.1,
  "crit_top_cell": "clkdlybuf4s50_1",
  "port-buffer-count": 59,
  "warnings": 26,
  "vias": 5144,
  "fmax_mhz": 306,
  "critical_path.slowest_cell": "clkdlybuf4s50_1",
  "clock-sinks": 128,
  "root_buffer": "clkbuf_16",
  "htreeDepth": 4,
  "ff_type": "dfrtp_1",
  "synth_top_area_share_pct": 45.5,
  "chipArea_mm2": 0.0146,
  "edf_count": 0,
  "r2r_start": "REG[3][3]",
  "wl_per_cell_um": 22.6,
  "skew_ns": 0,
  "avgSynthCellArea_um2": 12.3,
  "crit_buf_inv": 3,
  "track_usage_pct": 29.1,
  "crit_family": "buffers and inverters",
  "p_leak_nw": 3.65,
  "drc": 0,
  "antennaDiodeCount": 0,
  "slowest_delay_ns": 0.45,
  "fp_util_pct": 52.1,
  "seqPwrFrac_pct": 40.8,
  "dr.pass1.iters": 4,
  "switching_share_pct": 25.7,
  "topCellsByArea": "dfrtp_1 46%, mux2_2 22%, mux2i_1 7.8%",
  "path_class": "input port to output pin",
  "crit_chain": "clkdlybuf4s50_1 > buf_12 > nor2b_1 > a221oi_1 > o32a_1 > clkdlybuf4s50_1",
  "worstPathMaxFanout": 31,
  "arrival_ns": 2.59,
  "die_y_um": 121,
  "p_int_mw": 3.87,
  "slew_violations": 0,
  "yosys_cells": 570,
  "viasPerCell": 6.15,
  "slew_headroom_pct": 47.0,
  "yosys_area_mm2": 0.00704,
  "numCtsBuffers": 17,
  "endpoint_kind": "output pin",
  "grt_setup_unrepaired": "false",
  "required_ns": 2.72,
  "die_w_um": 121,
  "largest_reg_flops": 128,
  "clk_path_buf_depth": 2,
  "worstMarginPinSlew_ns": 0.795,
  "drv_cap": 0,
  "switchingPower_mw": 1.34,
  "largest_area_cell": "dfrtp_1",
  "finalWirelength_um": 18900
}
[per-stage QoR]
step | util, % | hold slack (ns) | instances | power, mW | area (µm²)
detailed placement | 59.2 | 0.515 | 805 | 3.24 | 7990
CTS | 64.0 | 0.369 | 837 | 5.24 | 8640
global route | 64.0 | 0.413 | 837 | 5.45 | 8650
floorplan | - | 0.384 | 570 | 2.76 | 7040
finish | 64.0 | 0.342 | 837 | 5.20 | 8650
global placement | 59.2 | 0.506 | 805 | 3.21 | 7990
[final timing paths]
kind / to / slack [ns] / cells past startpoint
max: rd0_data[1] / 0.13 / 6
min: REG[1][7] / 0.34 / 1
max reg2reg: REG[3][3] / 2.61 / 1
min reg2reg: REG[1][9] / 0.53 / 1
max in group asynchronous: REG[4][1] / 2.18 / 2
min in group clk0: REG[1][9] / 0.53 / 1
[placed cells by master (no fill, tap or decap), types with 10 or more instances in the layout]
cell             instances
nand2b_1                14
a31oi_1                 11
a22oi_1                 10
buf_4                   43
clkbuf_16               17
o22a_1                  17
mux2_2                 139
a32oi_1                 10
mux2i_1                 55
nor3b_1                 25
dfrtp_1                128
clkdlybuf4s50_1         55
a21oi_1                 14
o22ai_1                 17
a211oi_1                15
nor2_1                  16
[area by class of cell]
type	instances	area [µm²]
clock inverters	14	214
fillers	1018	4860
flip-flops and latches	128	3200
repair buffers	106	996
clock buffers	18	439
inverters	7	26.3
well taps	176	220
multi-input cells	388	3550
[synth_stat cells, drive strengths merged, types with 2 or more instances]
master  count
a211oi     15
a21oi      14
a221oi      4
a22oi      10
a31oi      11
a32oi      10
buf        35
clkbuf     12
dfrtp     128
inv         7
mux2      139
mux2i      55
mux4        2
nand2       7
nand2b     15
nand3b      2
nand4       2
nand4b      3
nor2       17
nor2b       2
nor3        2
nor3b      27
o22a       17
o22ai      17
o32a        2
or3         3
[cell families (layout without fill, tap and decap cells)]
kind of cell / after synthesis / after routing / share of synthesized area, %
compound gates: 106 / 106 / 11.1
simple gates: 86 / 86 / 8.64
buf+inv: 54 / 145 / 4.09
flops: 128 / 128 / 45.5
mux: 196 / 196 / 30.7
[layer usage]
layer / wire, µm / share of wire [%] / vias up / track usage [%]
met5: 0 / 0 / - / 0
met4: 233 / 1.2 / 0 / 3.70
met3: 1310 / 6.9 / 19 / 7.32
met2: 8710 / 46 / 166 / 43.5
met1: 8690 / 46 / 2626 / 46.3
li1: - / - / 2333 / -
[power groups by stage]
| stage | combinational (mW) | sequential, mW | clock [mW] |
|---|---|---|---|
| finish | 1.10 | 2.12 | 1.98 |
| CTS | 1.11 | 2.12 | 2.01 |
| global route | 1.21 | 2.17 | 2.08 |
[timing repair]
action | in CTS | in global routing
hold buffers | 0 | 0
setup buffers | 0 | 0
gates resized | 0 | 1
setup endpoints to repair | 0 | 6
Power figures rest on the tool's default switching activity, not on a simulated workload.
